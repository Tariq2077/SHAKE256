--- flow/config.mk ---
export PLATFORM = sky130hd
export DESIGN_NAME = pad136
export DESIGN_NICKNAME = pad136
export VERILOG_FILES = /design/flow/design.v
export SDC_FILE = /design/flow/constraint.sdc
export NUM_CORES = 4
export LEC_CHECK = 1
export CORE_AREA = 10 10 687 687
export DIE_AREA = 0 0 697 697
--- flow/constraint.sdc ---
current_design pad136

set clk_period 75.6
set clk_io_pct 0.2

create_clock -name clk0 -period $clk_period [get_ports {clk}]

set non_clock_inputs [all_inputs -no_clocks]
set_input_delay [expr $clk_period * $clk_io_pct] -clock clk0 $non_clock_inputs
set_output_delay [expr $clk_period * $clk_io_pct] -clock clk0 [all_outputs]
--- flow/design.v ---
`timescale 1ns/1ps
module pad136(
    input  wire clk,
    input  wire reset,
    input  wire enable,
    input  wire serial_in,
    input  wire serial_end_signal,
    input  wire domain_sep_enable,  
    input  wire [7:0] domain_sep,    
    output reg [1087:0] message,     
    output reg valid_output,
    output reg error_flag,
    output reg [2:0]  debug_pad_state,
    output reg [10:0] debug_pad_bitcount
);
    localparam [2:0] 
       STATE_INPUT        = 3'd0,
       STATE_PAD_BIT      = 3'd1,
       STATE_DOMAIN_SEP   = 3'd2,
       STATE_PADDING_ZERO = 3'd3,
       STATE_DONE         = 3'd4;
    reg [2:0] state;
    reg [10:0] bit_counter;   
    reg [2:0] ds_bit_counter;  
    always @(posedge clk or posedge reset) begin
        if (reset) begin
            message       <= {1088{1'b0}};
            valid_output  <= 1'b0;
            error_flag    <= 1'b0;
            bit_counter   <= 0;
            ds_bit_counter<= 0;
            state         <= STATE_INPUT;
        end else if (enable) begin
            case (state)
                STATE_INPUT: begin
                    if (serial_end_signal) begin
                        if (domain_sep_enable) begin
                            ds_bit_counter <= 0;
                            state <= STATE_DOMAIN_SEP;
                        end else begin
                            state <= STATE_PAD_BIT;
                        end
                    end else begin
                        if (bit_counter < 1088) begin
                            message[bit_counter] <= serial_in;
                            bit_counter <= bit_counter + 1;
                        end else begin
                            error_flag <= 1;  
                            state <= STATE_DONE;
                        end
                    end
                end
                STATE_PAD_BIT: begin
                    if (bit_counter < 1088) begin
                        message[bit_counter] <= 1'b1;
                        bit_counter <= bit_counter + 1;
                        state <= STATE_PADDING_ZERO;
                    end else begin
                        error_flag <= 1;
                        state <= STATE_DONE;
                    end
                end
                STATE_DOMAIN_SEP: begin
                    if (bit_counter < 1088) begin
                        message[bit_counter] <= domain_sep[ds_bit_counter];
                        bit_counter <= bit_counter + 1;
                        if (ds_bit_counter == 3'd7)
                            state <= STATE_PADDING_ZERO;
                        else
                            ds_bit_counter <= ds_bit_counter + 1;
                    end else begin
                        error_flag <= 1;
                        state <= STATE_DONE;
                    end
                end
                STATE_PADDING_ZERO: begin
                    if (bit_counter < 1088) begin
                        message[bit_counter] <= 1'b0;
                        bit_counter <= bit_counter + 1;
                    end else begin
                        valid_output <= 1;   
                        state <= STATE_DONE;
                    end
                end
                STATE_DONE: begin
                end
                default: state <= STATE_DONE;
            endcase
        end
    end
    always @(*) begin
        debug_pad_state    = state;
        debug_pad_bitcount = bit_counter;
    end
endmodule
--- flow/run.sh ---
#!/bin/bash
# OpenROAD 26Q1-2900-gdf79404cd8, Yosys 0.63+post, stock flow scripts
make -C /OpenROAD-flow-scripts/flow DESIGN_CONFIG=/design/flow/config.mk WORK_HOME=/design/flow/orfs finish
==> flow_summary.yaml <==
# yosys + openroad results
floorplan:
  fp_util_pct: 10.1
  core_area_um2: 456000
  rows: 248
  io_pins: 1118
  die_h_um: 697
  die_width_um: 697
  die-area_um2: 486000
clock_network:
  cts_sinks: 1107
  clk_path_buf_depth: 4
  cts_inserted_buffers: 148
  cts_root_buf: "clkbuf_16"
  ctsResizeCount: 0
  h-tree-depth: 4
  cts_tree: "done"
  holdBufCountCts: 0
  clk_latency_ps: 870
  clk_pin_slew_worst_paths_ps: 60
  post_cts_buffers: 0
sta:
  slew_headroom_pct: 16.2
  drv_slew: 0
  setup_viol: 0
  rsz0062_at_grt: "false"
  period_minus_slack_ps: 20100
  fin_worst_skew_ps: 58.2
  tightestPinTransition_ps: 1260
  tns_ps: 0
  timing.fmax_mhz: 49.7
  finalHoldViolCount: 0
  finalClockPeriodUsage_pct: 26.6
synth:
  edf_count: 0
  async_flop_share_pct: 100
  ys_sh_xor_pct: 0.324
  mux_share_pct: 0.253
  ys_types: 84
  numSynthFlops: 1107
  yosys.area_share.simple_pct: 6.55
  synth_top_flop_cell: "dfrtp_1"
  ys_chip_area_um2: 45900
  syn_area_um2: 45900
  ys_warn_count: 1
  yosysSeqAreaShare_pct: 60.3
  ys_sh_adder_pct: 0.109
  synthAoiAreaFrac_pct: 27.9
  logic_family: "AND-OR/OR-AND gates"
  ys_cells: 4449
  avgSynthCellArea_um2: 10.3
  syn-instance-count: 4449
grt:
  antenna_found_initial: 30
  grt_util_all_layers_pct: 14.0
  grt_overflow_total: 0
  grt_pass1_vias: 42200
  grt_pass1_wl_mm: 445
  grt_max_degree: 148
placement:
  gp_congestion: 0.892
  io_buffers: 1117
  dpl-instance-area_um2: 65600
  dp_hpwl_mm: 269
cells_and_area:
  fin_area_um2: 70700
  drive_gt1_share_pct: 12.2
  layout_top_cells: "clkdlybuf4s50_1 (1117), dfrtp_1 (1107), a21oi_1 (732)"
  area_delta_synth_final_pct: 53.9
  lay_top_count: "clkdlybuf4s50_1"
worst_setup_path:
  cp_data_required_time_ps: 76250
  setup.worst_path.start: "domain_sep[0]"
  r2r_start: "ds_bit_counter[1]"
  critical_path_arrival_ps: 20760
  setup.worst_path.end_class: "flop"
  setup.worst_path.end: "message[1048]"
  path_class: "in -> reg"
  rrSetupSlack_ps: 69620
  path_max_fanout: 147
  reg2regPathDepth: 11
  r2r-end: "message[1048]"
  worst_setup_path_start_kind: "primary input"
pwr:
  power_density_nw_per_um2: 27.3
  p_leak_nw: 27.2
  ir_drop_mv: 0.0273
detailed_routing:
  firstDrtPassIters: 6
  ant_nets: 0
  vias: 43000
  viasPerCell: 3.63
  wl_per_cell_um: 29.2
  drc_errors: 0
  drtIter0Drc: 3748
  wirelength_mm: 346
run_status:
  status: "finished, final reports clean"
worst_hold_path:
  hold_path.class: "reg -> reg"
job:
  tool_warnings: 39
  cap_violations: 0
==> per-layer routing <==
layer	global-route usage (%)	share of wire [%]	vias to the layer above
met5	0	0.0072	-
met3	4.82	8.8	496
met1	16.5	38	21600
met4	6.36	5.9	4
li1	-	-	18900
met2	22.9	47	2068
==> layout make-up <==
class | count | area [um^2]
Antenna cell | 23 | 57.6
Inverter | 8 | 37.5
Multi-Input combinational cell | 2914 | 16700
Sequential cell | 1107 | 27700
Timing Repair Buffer | 1412 | 13400
Tap cell | 6125 | 7660
Clock buffer | 204 | 4130
Clock inverter | 50 | 930
Fill cell | 50700 | 386000
==> registers in the layout, summed over array words and instances (netlist names) <==
register,flops
state,3
ds_bit_counter,3
bit_counter,11
valid_output,1
error_flag,1
message,1088
==> worst max-delay path: stages <==
cell and delay (ps):
clkdlybuf4s50_1 420, mux4_2 480, nor2_1 220, o41ai_4 100, buf_4 300, nor2_4 550
buf_4 570, buf_4 540, buf_4 580, buf_12 510, buf_4 750, a31oi_1 180
==> report_power, final <==
group / internal, W / total (W) / switching [W]
combinational: 0.000121 / 0.000537 / 0.000416
sequential: 0.000619 / 0.000640 / 0.0000207
clock: 0.000447 / 0.000754 / 0.000307
total: 0.00119 / 0.00193 / 0.000744
==> synthesized netlist by cell type (all sizes together) (37+ instances only) <==
library cell | number | share of area [%]
dfrtp | 1107 | 60
a21oi | 734 | 8.0
o21ai | 719 | 7.8
a31oi | 443 | 6.0
nand2 | 293 | 2.4
clkbuf | 219 | 1.8
nor2 | 204 | 1.9
buf | 201 | 2.7
o31ai | 141 | 2.3
o221ai | 84 | 1.6
nand3 | 43 | 0.49
nor3 | 37 | 0.55
==> stage by stage <==
step	util (%)	instances	hold WS (ps)	power, W	worst slack (ps)
after floorplan	-	4449	407	0.000861	29310
after global placement	14.4	11600	450	0.00120	54770
after detailed placement	14.4	11600	456	0.00120	54770
after CTS	15.5	11800	472	0.00197	55690
after global routing	15.5	11800	496	0.00201	55340
final	15.5	11800	474	0.00193	55500
==> worst min path at each step <==
stage / endpoint / startpoint / cells past startpoint
4_1_cts: valid_output / valid_output / 2
5_1_grt: error_flag / error_flag / 1
6_report: valid_output / valid_output / 2
==> kinds of logic after synthesis <==
family | after synthesis
AND/OR/NAND/NOR | 655
flip-flops | 1107
adder cells (fa/ha/maj) | 4
AND-OR/OR-AND | 2228
buffers and inverters | 428
multiplexers | 10
XOR/XNOR | 17
No activity file was given, so power comes from the tool's default toggle rates.
