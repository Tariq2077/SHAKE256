==> ./design.v <==
module RotateLeft(
    input wire [63:0] bits,
    input wire [5:0] shift,           
    input wire clk,
    input wire reset,
    output reg [63:0] rotateLeft
);
    always @(posedge clk or posedge reset) begin
        if(reset) begin
            rotateLeft <= 0;
        end else begin
            rotateLeft <= (bits << shift) | (bits >> (64 - shift));
        end
    end
endmodule
==> ./run.sh <==
#!/bin/bash
# OpenROAD 26Q1-2900-gdf79404cd8, Yosys 0.63+post, stock flow scripts
make -C /OpenROAD-flow-scripts/flow DESIGN_CONFIG=/design/flow/config.mk WORK_HOME=/design/flow/orfs finish
==> ./config.mk <==
export PLATFORM = sky130hd
export DESIGN_NAME = RotateLeft
export DESIGN_NICKNAME = RotateLeft
export VERILOG_FILES = /design/flow/design.v
export SDC_FILE = /design/flow/constraint.sdc
export NUM_CORES = 4
export LEC_CHECK = 1
export CORE_UTILIZATION = 50
==> ./constraint.sdc <==
current_design RotateLeft

set clk_period 1.0
set clk_io_pct 0.2

create_clock -name clk0 -period $clk_period [get_ports {clk}]

set non_clock_inputs [all_inputs -no_clocks]
set_input_delay [expr $clk_period * $clk_io_pct] -clock clk0 $non_clock_inputs
set_output_delay [expr $clk_period * $clk_io_pct] -clock clk0 [all_outputs]
==> deck_impl_summary.md <==
Run Summary

Floorplanning
  – Die X-Extent: 146 µm
  – Height of the die: 146 µm
  – Floorplan core density: 0.511
  – Row count: 52
  – I/O pin count: 136

Yosys
  – Warnings from Yosys: 1
  – Seq/Total Area, Yosys: 0.154
  – Main flop type: dfrtp_1
  – Post-synth ARST share: 1.00
  – Mean Syn Cell Area: 9.14 µm²
  – # Cells Yosys: 1136
  – Synthesis-stage register bit count: 64
  – Yosys cell types: 73
  – EDFF count, synth: 0
  – Cells after Synth: 1136
  – YS chip area: 10400 µm²
  – Cell Area, Synth: 10400 µm²

Placed design
  – Post-DP HPWL: 43700 µm
  – Final GP Congestion: 1.20
  – I/O Buffers: 135

Clocking
  – Hold_buf cts: 0
  – CTS H-tree depth: 3
  – Clock Sinks: 64
  – Worst-case clock buffer depth: 2
  – CTS root buffer: clkbuf_16
  – Num CTS Buffers: 9

Run status
  – Err: [ERROR GRT-0232] Routing congestion too high. Check the congestion heatmap in the GUI.
  – Stage reached: global routing (5_1_grt)
  – Status: aborted with a tool error

Final timing
  – Worst_ep grt: rotateLeft[11]$_DFF_PP0_/D
  – WEP type: register data pin

GRT
  – Largest net degree at the start of global routing: 35
[timing repair]
item / 4_1_cts
resized: 561
gates cloned: 19
buffers inserted: 56
pin swaps: 60
endpoints found under the setup margin: 128
[metrics by stage]
| stage | cell area [µm²] | total power [mW] | worst slack (ns) | std cells | TNS [ns] |
|---|---|---|---|---|---|
| CTS | 16900 | 18.3 | -1.10 | 1919 | -63.63 |
| global placement | 14800 | 13.8 | -1.62 | 1830 | -96.21 |
| floorplan | 10600 | 8.20 | -1.60 | 1136 | -91.25 |
| detailed placement | 14800 | 13.9 | -1.69 | 1830 | -97.95 |
[synth_stat cells, types with 32 or more instances]
cell      count  area (µm²)
dfrtp_1      64        1600
buf_2        35         175
mux4_2      102        2300
clkbuf_1     45         169
mux2i_1     118        1180
nor2_1      114         428
o21ai_0      32         160
a21oi_1      68         340
nand2_1     146         548
mux2_2       97        1090
nand3_1      35         175
o211ai_1     39         293
[cell families after synthesis]
family / share of synthesized area
and+or+nand+nor: 0.142
muxes: 0.451
AOI/OAI and AO/OA: 0.185
buffers and inverters: 0.0611
DFF: 0.154
xor gates and xnor gates: 0.00579
adders and majority gates: 0.00121
Power and IR drop assume default switching activity.
