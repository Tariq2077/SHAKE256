==> run.sh <==
#!/bin/bash
# OpenROAD 26Q1-2900-gdf79404cd8, Yosys 0.63+post, stock flow scripts
make -C /OpenROAD-flow-scripts/flow DESIGN_CONFIG=/design/flow/config.mk WORK_HOME=/design/flow/orfs finish
==> config.mk <==
export PLATFORM = sky130hd
export DESIGN_NAME = Length
export DESIGN_NICKNAME = Length
export VERILOG_FILES = /design/flow/design.v
export SDC_FILE = /design/flow/constraint.sdc
export NUM_CORES = 4
export LEC_CHECK = 1
export CORE_AREA = 10 10 70 70
export DIE_AREA = 0 0 80 80
==> constraint.sdc <==
current_design Length

set clk_period 2.7
set clk_io_pct 0.2

create_clock -name clk0 -period $clk_period [get_ports {clk}]

set non_clock_inputs [all_inputs -no_clocks]
set_input_delay [expr $clk_period * $clk_io_pct] -clock clk0 $non_clock_inputs
set_output_delay [expr $clk_period * $clk_io_pct] -clock clk0 [all_outputs]
==> design.v <==
module Length #(parameter WIDTH = 8)(
    input clk,           
    input rst_n,         
    input serial_in,     
    input enable,        
    output reg [11:0] count   
);
    always @(posedge clk or negedge rst_n) begin
        if (!rst_n)
            count <= 0;       
        else if (enable && serial_in)
            count <= count + 1;   
    end
endmodule
==> deck_impl_summary.md <==
Implementation Results

Run status
  – Status: complete, no violations

Clock network
  – CTS tree: done
  – Clock Tree Root: clkbuf_4
  – CTS sink cnt: 12
  – Resized Gates After CTS: 0
  – Clock Path Buffers: 2
  – Worst skew pair latency: 260 ps
  – Total CTS buffers: 3
  – Hold-fix buffers at CTS: 0
  – Post-CTS Setup Bufs: 0
  – Worst-path clk slew: 60 ps
  – CTS HTree Levels: 1

Floorplan
  – Die Footprint: 0.006400 mm^2
  – Core ar.: 0.003416 mm^2
  – Num ports: 16
  – Die Ht: 80 um
  – Die width: 80 um
  – Row count: 21
  – Core Util at FP: 16.41%

Worst setup path
  – Setup CP Type: register to output port
  – Crit-path cells: clkdlybuf4s50_1
  – Endpoint class of the critical path: output port
  – Worst path buffer plus inverter count: 1
  – Worst path arrival time: 1270 ps
  – Worst Path Max Fanout: 6
  – Crit path launch type: register
  – CP required: 2160 ps
  – Slowest stage delay, CP: 530 ps
  – Delay-heaviest family, CP: buffers and inverters
  – Slowest CP cell: clkdlybuf4s50_1

Synthesis
  – Syn_area_per_cell: 12.46 um^2
  – Main flop type: dfrtp_1
  – Yosys warnings: 1
  – Cell area leaders: dfrtp_1 (54%), xor2_1 (9.4%), xnor2_1 (7.8%)
  – Post-synth regs: 12
  – Synth cell types: 15
  – Yosys stat chip area: 560.5 um^2
  – Mapped Area: 560.5 um^2
  – Yosys stat cell total: 45
  – Most common cell in the netlist: dfrtp_1
  – Top post-synthesis cells by count: dfrtp_1 (12), xor2_1 (6), xnor2_1 (5)
  – Flip-flops with a built-in enable: 0
  – Synth area leader: dfrtp_1
  – Async set or reset register ratio after synthesis: 100.0%
  – Syn Inst Count: 45
  – Sequential share of the synthesized area: 53.57%
  – Area share, top type: 53.57%

Final layout
  – Largest register FFs: 12
  – Most flops, register: count
  – Area Growth Syn to Fin: 41.07%
  – Biggest regs: count: 12 flops
  – Final core occ: 23.15%
  – Post-route cell area: 790.8 um^2
  – Layout cells sized above 1: 11.11%

Final timing
  – Final hold vios: 0
  – Relative slew slack: 64.23%
  – Setup_tns: 0 ps
  – Final setup viols: 0
  – Setup WS post-layout: 894.5 ps
  – RSZ-0062 raised after global routing: false
  – Slew Viols, Final: 0
  – Worst slew pin tran: 534.9 ps
  – Max Clock Freq: 553.9 MHz
  – Post-layout minimum cycle time: 1806 ps
  – Post-layout period usage: 66.87%
  – Final worst clock skew: 4.470 ps

Route
  – Vias/cell: 3.716
  – DR DRC count: 0
  – Wirelength per Cell: 11.43 um
  – DR pass1 iterations: 3
  – DR iter-0 viols: 10
  – Drt total wl: 1.246 mm
  – Antenna Cells: 0
  – Total number of vias: 405
  – DRT antenna net count: 0

Run
  – Max Cap Viol: 0
  – OpenROAD warning count: 25

Min path
  – HP Class: register to register

Placed design
  – Setup WS pre-CTS: 848.4 ps
  – Dpl hpwl: 975 um
  – GPL Wtd Cong: 0.7879
  – Port Buffer Count: 15
  – Placed cell area: 768.2 um^2

Global routing
  – Total track usage: 3.741%
  – First-pass GRT wire length: 1.883 mm
  – Number of global-route vias before repair: 405
  – Grt ovf: 0
  – Initial antenna violation count: 0
  – Pin count of the biggest net entering global routing: 13

Power and ir drop
  – Pwr Total: 584.7 uW
  – Peak supply drop: 0.0001229 V
  – Leak: 0.0003355 uW
  – PwrDens: 739.4 mW/mm^2
-- stage by stage --
| stage | hold slack (ps) | std cells |
|---|---|---|
| 2_1_floorplan | 244.4 | 45 |
| 3_3_place_gp | 465.2 | 106 |
| 3_5_place_dp | 471.5 | 106 |
| 4_1_cts | 480.8 | 109 |
| 5_1_grt | 498.9 | 109 |
| 6_report | 468.4 | 109 |
-- final cells by class --
cell class,instances,area (um^2)
Timing Repair Buffer,15,150.1
Multi-Input combinational cell,32,256.5
Clock buffer,3,22.52
Fill cell,374,2625
Tap cell,46,57.56
Inverter,1,3.754
Sequential cell,12,300.3
-- metal layers --
| metal | vias to the layer above | share of wire, % | global-route usage [%] | wire, um |
|---|---|---|---|---|
| met5 | - | 0 | 0 | 0 |
| met3 | 2 | 11 | 2.273 | 138 |
| met4 | 0 | 1.0 | 0.8803 | 13 |
| met2 | 9 | 46 | 5.457 | 568 |
| li1 | 197 | - | - | - |
| met1 | 197 | 42 | 4.580 | 525 |
-- worst reg2reg max path, stage by stage, from the launching register on --
cell and delay [ps]:
dfrtp_1 410, ha_1 200, and4_1 250, nand4_1 130, xnor2_1 150
-- cells in the final DEF, fill, tap and decap left out --
cell	netlist	routed
inv_1	1	1
mux2_2	1	1
ha_1	1	1
clkbuf_4	0	3
nor3_1	4	4
nand3_1	3	3
xnor2_1	5	5
dfrtp_1	12	12
and4_1	1	1
nand2_1	4	4
nand4_4	1	1
nor4_2	1	1
nor4_4	1	1
nor2_1	1	1
xor2_1	6	6
clkdlybuf4s50_1	0	15
nand4_1	3	3
-- where the power goes --
group          switching, uW  total (uW)  internal, uW
clock network           52.2         104          51.5
registers               75.3         304           228
logic                   52.8         177           125
-- logic make-up (layout without fill, tap and decap cells) --
group	Yosys count	in the layout	synth area share [%]
XOR/XNOR	11	11	17.19
adder cells (fa/ha/maj)	1	1	2.232
buffers and inverters	1	19	0.6690
flip-flops	12	12	53.57
multiplexers	1	1	2.009
AND/OR/NAND/NOR	19	19	24.33
-- worst paths after layout --
check	endpoint	slack, ps	from	cells after the start
setup / recovery	count[3]	890	count[3]$_DFFE_PN0P_	1
hold / removal	count[11]$_DFFE_PN0P_	470	count[11]$_DFFE_PN0P_	1
setup reg to reg	count[6]$_DFFE_PN0P_	1450	count[0]$_DFFE_PN0P_	4
hold reg to reg	count[11]$_DFFE_PN0P_	470	count[11]$_DFFE_PN0P_	1
max in group asynchronous	count[0]$_DFFE_PN0P_	1720	rst_n	1
min in group asynchronous	count[1]$_DFFE_PN0P_	620	rst_n	1
No activity file was given, so power comes from the tool's default toggle rates.
